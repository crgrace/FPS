$ cat ./config.mk
export PLATFORM = sky130hd
export DESIGN_NAME = uart_tx
export DESIGN_NICKNAME = uart_tx
export VERILOG_FILES = /design/flow/design.v
export SDC_FILE = /design/flow/constraint.sdc
export NUM_CORES = 4
export LEC_CHECK = 1
export CORE_AREA = 10 10 93 93
export DIE_AREA = 0 0 103 103
$ cat ./constraint.sdc
current_design uart_tx

set clk_period 3.0
set clk_io_pct 0.2

create_clock -name clk0 -period $clk_period [get_ports {txclk}]

set non_clock_inputs [all_inputs -no_clocks]
set_input_delay [expr $clk_period * $clk_io_pct] -clock clk0 $non_clock_inputs
set_output_delay [expr $clk_period * $clk_io_pct] -clock clk0 [all_outputs]
$ cat ./design.v
module uart_tx
    #(parameter WIDTH = 18)
    (output logic tx_out,            
    output logic tx_busy,            
    input logic [WIDTH-1:0] tx_data,      
    input logic ld_tx_data,          
    input logic txclk,               
    input logic reset_n);            
logic [WIDTH-1:0] tx_reg;
logic [4:0] tx_cnt;
always_ff @ (posedge txclk or negedge reset_n) begin
    if (!reset_n) begin
        tx_reg <= 0;
        tx_busy <= 1'b0;
        tx_out <= 1'b1;
        tx_cnt <= 8'b0;
    end 
    else begin
        if (ld_tx_data) begin
            tx_reg   <= tx_data;
            tx_busy <= 1'b1;
        end
        if (tx_busy) begin
            tx_cnt <= tx_cnt + 1'b1;
            if (tx_cnt == 8'b0) begin
                tx_out <= 1'b0;
            end
            if (tx_cnt > 8'b0 && tx_cnt <= 8'd18) begin
                tx_out <= tx_reg[tx_cnt - 1'b1];
            end
            if (tx_cnt > 8'd18) begin
                tx_out <= 1'b1;
                tx_cnt <= 8'b0;
                tx_busy <= 1'b0;
            end
        end
    end 
end  
endmodule
$ cat ./run.sh
#!/bin/bash
# OpenROAD 26Q1-2900-gdf79404cd8, Yosys 0.63+post, stock flow scripts
make -C /OpenROAD-flow-scripts/flow DESIGN_CONFIG=/design/flow/config.mk WORK_HOME=/design/flow/orfs finish
==> README.md <==
| Item | Value | Unit |
|:---|:---|:---|
| GRT met1 Usage | 8.209 | % |
| Switching part of the total | 39.16 | % |
| Global router's overall resource usage | 5.659 | % |
| Clock network fraction of total power | 14.0 | % |
| Tally of yosys warning messages | 1 | - |
| # Post-CTS Setup Buffers | 0 | - |
| Crit path required time | 3.19 | ns |
| Instance area after placement | 1695 | sq um |
| Max-slew violation total from the final report | 0 | - |
| DRC violation count after routing | 0 | - |
| Residual overflow from global routing | 0 | - |
| Cell chain of the critical path | inv_1 > ha_1 > mux2_2 > a21o_1 > a21oi_1 > a21oi_1 > nor4_2 > a211oi_1 | - |
| Arrival time reported for the critical path endpoint | 2.77 | ns |
| Largest driver fanout on the critical path | 11 | - |
| CP max stage cell | dfrtp_1 | - |
| Area Growth Syn to Fin | 23.29 | % |
| Worst-Margin Slew | 0.5254 | ns |
| Maximum resistive drop on vdd | 350.8 | uV |
| Kind of end point of the critical path | flop | - |
| Synth Seq Share | 44.38 | % |
| Final antenna-violating net count | 0 | - |
| Final Cycle Share | 85.70 | % |
| Post-Syn Area per Cell | 12.07 | sq um |
| Status | completed | - |
| Setup slack on the worst flop-to-flop path | 0.43 | ns |
| Post-cts hold-fix buffer tally | 0 | - |
| Top-level I/O count | 23 | - |
| Number of max-cap violations | 0 | - |
| Hold Crit Depth | 1 | - |
| Setup violation total in the final timing report | 0 | - |
| Relative contribution of sequential cells to total power | 38.4 | % |
| Capturing point of the worst reg2reg path | tx_out$_DFFE_PN1P_ | - |
| Worst min path class | reg -> reg | - |
| Wire length after detailed routing | 2906 | um |
| Total clock buffers created by CTS | 3 | - |
| Fillcell total | 707 | - |
| Met3 layer usage reported by global route | 1.219 | % |
| Floorplan-stage core utilization | 20.91 | % |
| Core Footprint | 6756 | sq um |
| Initial DRC Count | 65 | - |
| Combinational power share | 47.6 | % |
| Shortest period the worst path allows | 2.571 | ns |
| Tool warning count | 28 | - |
| Number of H-tree branching levels | 1 | - |
| Setup repair after global routing missed its margin | no | - |
| Post-detailed-placement half-perimeter wirelength | 2153 | um |
| Clock edge transition at the registers on the reported setup and hold paths | 0.09 | ns |
| Vias after detailed routing | 996 | - |
| Layout Utilization | 25.78 | % |
| Biggest area cells | dfrtp_1 43%, mux2_2 15%, mux4_2 4.8% | - |
| Vias in the first global route | 1023 | - |
| Hold endpoint | tx_reg[12]$_DFFE_PN0P_ | - |
| Cell internal power dissipation | 0.0008748 | W |
| Count of flip-flops with a built-in enable after synthesis | 0 | - |
| Pre-CTS setup slack | 0.4418 | ns |
| Final Hold Fails | 0 | - |
| Skew final | 0.001469 | ns |
| Cell taking the most area after synthesis | dfrtp_1 | - |
| Final antenna diode count | 0 | - |
| Wirelength per Cell | 13.33 | um |
| Number of synthesized register bits | 25 | - |
| Number of flip-flops in the largest register | 18 | - |
| Post-cts repair resize count | 0 | - |
| Maximum count of clock buffers along a single path | 2 | - |
| Clock latency on the worst-skew pair | 0.27 | ns |
| Wire length of the first global-routing pass | 4947 | um |
| Clock tree from TritonCTS | built | - |
| Maximum number of pins on one net before global-route repair | 26 | - |
| Placer's final routability congestion estimate | 0.8773 | - |
| Worst Min Path Start | tx_reg[12]$_DFFE_PN0P_ | - |
| Detailed-route vias per instance | 4.569 | - |
| Synth cell types | 39 | - |
| Fmax achieved | 388.9 | MHz |
| Critical path launch point type | flop | - |
| Cell area after synthesis | 1413 | sq um |
| Clk root buf | clkbuf_8 | - |
| Worst flop-to-flop path startpoint | tx_cnt[0]$_DFFE_PN0P_ | - |
| Worst path most repeated cell | a21oi_1 | - |
| Worst slew margin relative to its limit | 64.97 | % |
| Final worst setup slack | 0.4290 | ns |
| Cell area after layout | 1742 | sq um |
| Top Usage Layer GRT | met2 | - |
| Row count | 30 | - |
| Area of the synthesized netlist per yosys stat | 1413 | sq um |
| Post-synthesis instance total | 117 | - |
| DRT Pass-1 Iters | 4 | - |
| Net switching power | 0.0005631 | W |
| Cell count in the Yosys report | 117 | - |
| Layout cells sized above 1 | 26.09 | % |
| Commonest register cell after synthesis | dfrtp_1 | - |
| Die height | 103 | um |
| Initial antenna violation count | 0 | - |
| Top cell type's share of synthesized area | 42.52 | % |
| Quantity of I/O buffers inserted on ports | 22 | - |
| CP Class | reg -> reg | - |
| Met2 Usage GRT | 8.630 | % |
| Overall die width | 103 | um |
| CTS sink count | 25 | - |
| Total Power | 0.001438 | W |
| Maximum single-stage delay on the critical path | 0.59 | ns |
| Count of cells along the worst register-to-register path | 8 | - |
| CP startpoint | tx_cnt[0]$_DFFE_PN0P_ | - |
| Total die size | 10610 | sq um |
| Total negative slack | 0 | ns |
| Leakage | 0.6912 | nW |
| Ys async rst share | 100.0 | % |
| P per Cell Area | 825.6 | nW/um^2 |
==> Yosys cell counts, types with 2 or more instances <==
library cell / count
dfrtp_1: 24
mux2_2: 19
nand2_1: 8
a21oi_1: 5
nand2b_1: 5
ha_1: 4
o21ai_0: 4
buf_2: 3
buf_6: 3
mux2i_1: 3
mux4_2: 3
nand4_1: 3
nor2_1: 3
o22ai_1: 3
inv_1: 2
o21ai_1: 2
==> cells by family (layout without fill, tap and decap cells) <==
| logic type | count (synthesis) | after routing | share of synthesized area [%] |
|---|---|---|---|
| flops | 25 | 25 | 44.38 |
| simple gates | 27 | 27 | 11.87 |
| mux | 28 | 28 | 24.89 |
| fa+ha+maj | 4 | 4 | 3.543 |
| buf+inv | 9 | 30 | 4.251 |
| compound gates | 24 | 24 | 11.07 |
==> area by class of cell <==
type                       instances  area, sq um  share of cell area (%)
sequential                        25        626.9                   35.99
multi-input combinational         83        725.7                   41.67
timing repair buffer              24        235.2                   13.51
clock buffer                       3        41.29                   2.371
tap                               80        100.1                   5.747
inverter                           2        7.507                  0.4310
clock inverter                     1        5.005                  0.2874
==> layout by cell type, fill, tap and decap left out, types with 2 or more instances in the layout <==
master,n
dfrtp_1,24
nor2_1,3
ha_1,4
o22ai_1,3
inv_1,2
buf_4,2
nand2_1,8
mux2_2,19
nand4_1,3
nand2b_1,5
o21ai_1,2
mux2i_1,3
clkbuf_8,3
a21oi_1,5
clkdlybuf4s50_1,22
mux4_2,3
o21ai_0,4
==> worst max-delay path by stage <==
stage	slack (ns)	cells after the start	endpoint
6_report	0.43	8	tx_out$_DFFE_PN1P_
5_1_grt	0.22	8	tx_out$_DFFE_PN1P_
4_1_cts	0.44	8	tx_out$_DFFE_PN1P_
==> routing by layer <==
layer / vias up / part of all wire (%) / routed length, um
li1: 478 / - / -
met1: 489 / 51 / 1470
met2: 23 / 44 / 1269
met3: 6 / 4.4 / 129
met4: 0 / 1.3 / 37
met5: - / 0 / 0
==> power by group through the flow <==
stage                 Clock [W]  Sequential [W]  Combinational (W)
after CTS              0.000211        0.000551           0.000688
after global routing   0.000223        0.000567           0.000763
final                  0.000202        0.000551           0.000684
==> stage by stage <==
stage	std cells	hold slack, ns
2_1_floorplan	117	0.3044
3_3_place_gp	214	0.4897
3_5_place_dp	214	0.4946
4_1_cts	218	0.5163
5_1_grt	218	0.5359
6_report	218	0.5104
==> worst max-delay path: cells and delay by family (launching register included) <==
family | cells | cell delay [ns]
buf+inv | 1 | 0.19
compound gates | 4 | 0.49
mux | 1 | 0.41
fa+ha+maj | 1 | 0.59
flops | 1 | 0.59
simple gates | 1 | 0.22
No activity file was given, so power comes from the tool's default toggle rates.
