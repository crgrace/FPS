### flow/design.v
module uart_rx
    (output logic [17:0] rx_data,     
    output logic rx_empty,            
    input logic rx_in,                
    input logic uld_rx_data,          
    input logic rxclk,                
    input logic reset_n);              
logic [17:0] rx_reg;
logic [3:0] rx_sample_cnt;
logic [7:0] rx_cnt;  
logic rx_d1;
logic rx_d2;
logic rx_busy;
always_ff @ (posedge rxclk or negedge reset_n) begin
    if (!reset_n) begin
        rx_reg <= 18'b0; 
        rx_data <= 18'b0;
        rx_sample_cnt <= 4'b0000;
        rx_cnt <= 8'b0;
        rx_empty <= 1'b1;
        rx_d1 <= 1'b1;
        rx_d2 <= 1'b1;
        rx_busy <= 1'b0;
    end else begin
        rx_d1 <= rx_in;
        rx_d2 <= rx_d1;
        if (uld_rx_data) begin
            rx_data  <= rx_reg;
            rx_empty <= 1'b1;
        end
        if (!rx_busy && !rx_d2) begin
            rx_busy <= 1'b1;
            rx_sample_cnt <= 4'b0001;
            rx_cnt <= 8'b0;
        end
        if (rx_busy) begin
            rx_sample_cnt <= rx_sample_cnt + 1'b1;
            if (rx_sample_cnt == 4'd7) begin
                if ((rx_d2 == 1'b1) && (rx_cnt == 8'b0)) begin
                    rx_busy <= 1'b0;
                end 
                else begin
                    rx_cnt <= rx_cnt + 1'b1; 
                    if ((rx_cnt >= 8'd1) && (rx_cnt <= 8'd18)) begin
                        rx_reg[rx_cnt - 1'b1] <= rx_d2;
                    end
                    if ((rx_cnt > 8'd18)) begin
                        rx_busy <= 1'b0;
                        rx_empty <= 1'b0;
                    end
                end
            end 
        end 
    end
end  
endmodule
### flow/run.sh
#!/bin/bash
# OpenROAD 26Q1-2900-gdf79404cd8, Yosys 0.63+post, stock flow scripts
make -C /OpenROAD-flow-scripts/flow DESIGN_CONFIG=/design/flow/config.mk WORK_HOME=/design/flow/orfs finish
### flow/config.mk
export PLATFORM = sky130hd
export DESIGN_NAME = uart_rx
export DESIGN_NICKNAME = uart_rx
export VERILOG_FILES = /design/flow/design.v
export SDC_FILE = /design/flow/constraint.sdc
export NUM_CORES = 4
export LEC_CHECK = 1
export CORE_UTILIZATION = 50
### flow/constraint.sdc
current_design uart_rx

set clk_period 3.1
set clk_io_pct 0.2

create_clock -name clk0 -period $clk_period [get_ports {rxclk}]

set non_clock_inputs [all_inputs -no_clocks]
set_input_delay [expr $clk_period * $clk_io_pct] -clock clk0 $non_clock_inputs
set_output_delay [expr $clk_period * $clk_io_pct] -clock clk0 [all_outputs]
==> CHANGELOG.md <==
### Changed

- Max-Cap Viols: 0
- Top cells excl fill/tap: dfrtp_1, mux2_2, clkdlybuf4s50_1
- Kind of launch point of the worst setup path: flop
- Fill cells: 404
- Status: finished, final reports clean
- Sequential area share after synthesis: 0.478
- Area leader, netlist: dfrtp_1
- Initial Utilization: 0.528
- Sum Neg Setup Slack: 0 ps
- Vias/cell: 5.44
- Tcrit/Tclk final: 0.940
- Commonest Layout Cell: dfrtp_1
- Crit-path max FO: 11
- Vias: 1795
- Unrepaired setup endpoints after global routing: no
- Core Area: just over 5000 µm²
- RePlAce Congestion: 0.901
- I/O Pins: 23
- Late-Pin Clk Latency: roughly 300 ps
- Final Cell Area: 3100 µm²
- FP Rows: 26
- #FFs+latches synth: between 50 and 60
- Final wirelength: slightly below 5 mm
- Initial antenna violation count: 0
- CP arrival: around 3100 ps
- Data required, critical path: 3290 ps
- Pin count of the biggest net entering global routing: 29
- Grt ovf: 0
- AND-OR/OR-AND Cells, Area Fraction: 0.0532
- CTS tree: built
- Worst setup path category: flop to flop
- HPWL after detailed placement: between 3 and 4 mm
- Clock Tree Root: clkbuf_8
- Final hold viol count: 0
- Htree depth: 2
- Inserted Clock Buffers: 5
- Worst VDD drop: 0.000368 V
- Max-slew violations: 0
- Crit end category: flop
- Mapped Area: between 2000 and 3000 µm²
- Antenna violation net count after detailed routing: 0
- DR iter-0 viols: 89
- Reg clk slew, reported paths: 80 ps
- Commonest flop: dfrtp_1
- CTS resizes: 0
- Min Hold Slack: 294 ps
- First-pass GRT wire length: approximately 8.2 mm
- Port bufs: 22
- Area after DPL: 3010 µm²
- Longest Clk Path Bufs: 2
- Leakage dissipation: around 1.4 nW
- Chip width: 75.9 µm
- Min-Delay Path Class: input port to async pin
- Drt wl/cell: 14.9 µm
- Vias in the first global route: 1719
- CTS sink cnt: 52
- Pwr Density: between 700 and 800 nW/µm²
- Top logic family: simple AND/OR/NAND/NOR gates
- Mux share: 0.167
- # hold bufs at CTS: 0
- Top cells by area: dfrtp_1, mux2_2, dfstp_2
- Syn_area_per_cell: 11.5 µm²
- Drc violations: 0
- Synth async-reset ratio: 1.00
- Die H: 75.9 µm
- Ys Warns: 1
- Post-Syn Instances: 238
- P&R area growth vs syn: 13.7%
- Fmax achieved: 0.343 GHz
- Drt pass-1 iters: 4
- Worst-margin pin slew: 857 ps
- Share of cells above drive strength 1: 0.231
- Ys cells: 238
- Worst Skew: 5.48 ps
- Max-area cell share: 0.449
- Fin crit period: 2910 ps
- Total track usage: 0.192
- Yosys xor share: 0.0541
- Post-synthesis simple-gate area fraction: 0.188
- Flip-flops with a built-in enable: 0
- ANT cells: 0
- Die area: 5760 µm²
- Tool warnings: 30
- Rel. slew slack: 0.427
- Area reported by Yosys stat: 2730 µm²
- Area share of fa/ha/maj cells after synthesis: 0.0275
- Postcts setup bufs: 0
- Final setup violation count: 0
- Library cells used by synthesis: about 48
-- layer usage --
layer / global-route usage / wire length [µm] / share of wire
met3: 0.0335 / 150 / 0.030
met2: 0.274 / 2110 / 0.43
met4: 0.0206 / 58 / 0.012
met1: 0.329 / 2610 / 0.53
met5: 0 / 0 / 0
-- cell families (layout without fill, tap and decap cells) --
kind of cell    Yosys count  in the layout
mux                      41             41
buf+inv                  19             41
simple gates             84             84
compound gates           20             20
fa+ha+maj                 6              6
flops                    52             52
xor+xnor                 16             16
-- critical path, stage by stage (launching register included) --
cell     delay (ps)
dfrtp_1         520
inv_1           150
ha_1            340
and4_1          220
nor3_2          180
xnor2_1          90
or4_4           560
nor4_1          360
mux2_2          370
-- Yosys cell counts (5+ instances only) --
library cell,number
xor2_1,6
nand2_1,17
nand3_1,6
nor4_1,7
nor2_1,13
nor3_1,5
mux2_2,34
a21oi_1,5
nand4_1,7
clkbuf_1,8
ha_1,6
mux2i_1,5
inv_1,5
dfrtp_1,49
xnor2_1,9
-- power breakdown --
part	internal, mW	switching, mW	leakage (nW)
sequential	0.755	0.0845	0.699
combinational	0.447	0.625	0.678
clock	0.181	0.203	0.0445
total	1.38	0.912	1.42
-- layout make-up --
cell class	count	area, µm²	area share
Clock inverter	1	7.51	0.00242
Tap cell	70	87.6	0.0282
Sequential cell	52	1310	0.421
Clock buffer	7	86.3	0.0278
Timing Repair Buffer	28	260	0.0839
Multi-Input combinational cell	167	1340	0.431
Inverter	5	18.8	0.00605
-- metrics by stage --
step | setup slack (ps) | util | cells | total power [mW]
5_1_grt | 17.6 | 0.600 | 330 | 2.48
4_1_cts | 210 | 0.600 | 330 | 2.30
2_1_floorplan | 78.1 | - | 238 | 1.65
3_3_place_gp | 315 | 0.582 | 322 | 1.90
6_report | 186 | 0.600 | 330 | 2.30
3_5_place_dp | 197 | 0.582 | 322 | 1.91
-- worst paths after layout --
| path | endpoint | depth (start not counted) | from | slack [ps] |
|---|---|---|---|---|
| min in group clk0 | rx_d2$_DFF_PN1_ | 0 | rx_d1$_DFF_PN1_ | 360 |
| worst min register to register | rx_d2$_DFF_PN1_ | 0 | rx_d1$_DFF_PN1_ | 360 |
| worst max register to register | rx_reg[13]$_DFFE_PN0P_ | 8 | rx_cnt[1]$_DFF_PN0_ | 190 |
| worst max-delay path | rx_reg[13]$_DFFE_PN0P_ | 8 | rx_cnt[1]$_DFF_PN0_ | 190 |
| worst min-delay path | rx_cnt[3]$_DFF_PN0_ | 1 | reset_n | 290 |
| max in group asynchronous | rx_reg[15]$_DFFE_PN0P_ | 2 | reset_n | 2070 |
No activity file was given, so power comes from the tool's default toggle rates.
